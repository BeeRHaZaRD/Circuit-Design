`./design.v`:
```
`timescale 1ns / 1ps
module cbrt(
    input clk_i,
    input rst_i,
    input [7:0] x_bi,
    input start_i,
    output busy_o,
    output reg[2:0] res
    );
    reg [7:0] arg;
    wire mult_busy;
    reg[7:0] mult_a;
    reg[7:0] mult_b;
    wire [15:0] mult_out;
    reg [7:0] b, S;
    reg [4:0] state;
    reg mult_start;
    reg[2:0] y;
    localparam IDLE = 0;
    localparam WORK1 = 1;
    localparam WORK2 = 2;
    localparam WORK3 = 3;
    localparam WORK4 = 4;
    localparam WORK5 = 5;
    localparam WORK6 = 6;
    mult mult1(
        .clk_i(clk_i),
        .rst_i(rst_i),
        .a_bi(mult_a),
        .b_bi(mult_b),
        .start_i(mult_start),
        .busy_o(mult_busy),
        .y_bo(mult_out)
    );
    assign busy_o = state > 0;
    always @(posedge clk_i)
        if (rst_i) begin
            res <= 0;
            arg <= 0;
            state <= IDLE;
        end else begin
            case (state)
                IDLE:
                    begin
                        if (start_i) begin
                            arg <= x_bi;
                            S <= 6;
                            b <= 0;
                            y <= 0;
                            state <= WORK1;
                        end
                    end
                WORK1:
                    begin
                        if ( S > 253 || S < 7) begin
                            y <= y << 1;
                            state <= WORK2;
                        end else begin
                            res <= y;
                            state <= IDLE;
                        end
                    end
                WORK2:
                    begin
                        mult_a <= y;
                        mult_b <= y + 1;
                        mult_start <= 1;
                        state <= WORK3;
                    end
                WORK3:
                    begin
                        if (mult_busy == 0 && mult_start == 0) begin
                            mult_a <= 3;
                            mult_b <= mult_out;
                            mult_start <= 1;
                            state <= WORK4;
                        end else begin
                            mult_start <= 0;
                        end
                    end
                WORK4:
                    begin
                        if (mult_busy == 0 && mult_start == 0) begin
                            b <= mult_out + 1;
                            state <= WORK5;
                        end else begin
                            mult_start <= 0;
                        end
                    end
                WORK5:
                    begin
                        b <= b << S;
                        state <= WORK6;
                    end
                WORK6:
                    begin
                        if (arg >= b) begin
                            arg <= arg - b;
                            y <= y + 1;
                        end
                        S = S - 3;
                        state <= WORK1;
                    end
            endcase
        end
endmodule
`timescale 1ns / 1ps
module main(
    input clk_i,
    input rst_i,
    input start_i,
    input [7:0] a_in,
    input [7:0] b_in,
    output busy_o,
    output [15:0] result
    );
    reg [7:0] a;
    reg [7:0] b;
    reg [2:0] state;
    reg cbrt_start;
    reg mult_start;
    wire mult_busy;
    wire cbrt_busy;
    wire [2:0] cbrt_result;
    wire [7:0] mult2_b;
    localparam IDLE = 1;
    localparam WORK1 = 2;
    localparam WORK2 = 3;
    assign busy_o = state > 1;
    assign mult2_b = cbrt_result;
    cbrt cbrt1(
        .clk_i(clk_i),
        .rst_i(rst_i),
        .x_bi(b),
        .start_i(cbrt_start),
        .busy_o(cbrt_busy),
        .res(cbrt_result)
    );
    mult mult2(clk_i, rst_i, a, mult2_b, mult_start, mult_busy, result);
    always @(posedge clk_i)
        if (rst_i) begin
            state <= IDLE;
        end else begin
            case(state)
                IDLE: begin
                    if (start_i) begin
                        a <= a_in;
                        b <= b_in;
                        cbrt_start <= 1;
                        state <= WORK1;
                    end
                end
                WORK1:
                    if (cbrt_busy == 0 && cbrt_start == 0) begin
                        cbrt_start <= 0;
                        mult_start <= 1;
                        state <= WORK2;
                    end else begin
                        cbrt_start  <= 0;
                    end
                WORK2:
                    if (mult_busy == 0 && mult_start == 0) begin
                        mult_start <= 0;
                        state <= IDLE;
                    end else begin
                        mult_start <= 0;
                    end
            endcase
        end
endmodule
`timescale 1ns / 1ps
module mult (
	input clk_i,
	input rst_i,
	input [7:0] a_bi,
	input [7:0] b_bi,
	input start_i,
	output busy_o,
	output reg [15:0] y_bo
);
	localparam IDLE = 1'b0;
	localparam WORK = 1'b1;
	reg [2:0] ctr;
	wire [2:0] end_step;
	wire [7:0] part_sum;
	wire [15:0] shifted_part_sum;
	reg [7:0] a, b;
	reg [15:0] part_res;
	reg state;
	assign part_sum = a & {8{b[ctr]}};
	assign shifted_part_sum = part_sum << ctr;
	assign end_step = (ctr == 3'h7);
	assign busy_o = state;
	always @(posedge clk_i)
		if (rst_i) begin
			ctr <= 0;
			part_res <= 0;
			y_bo <= 0;
			state <= IDLE;
		end else begin
			case (state)
				IDLE: 
				    if (start_i) begin
				        state <= WORK;
				        a <= a_bi;
				        b <= b_bi;
				        ctr <= 0;
				        part_res <= 0;
				    end
				WORK:
					begin
						if (end_step) begin
							state <= IDLE;
							y_bo <= part_res;
						end
						part_res <= part_res + shifted_part_sum;
						ctr <= ctr + 1;
					end
			endcase
		end
endmodule
```
`./run.sh`:
```
#!/bin/bash
# OpenROAD 26Q1-2900-gdf79404cd8, Yosys 0.63+post, stock flow scripts
make -C /OpenROAD-flow-scripts/flow DESIGN_CONFIG=/design/flow/config.mk WORK_HOME=/design/flow/orfs finish
```
`./config.mk`:
```
export PLATFORM = sky130hd
export DESIGN_NAME = main
export DESIGN_NICKNAME = main
export VERILOG_FILES = /design/flow/design.v
export SDC_FILE = /design/flow/constraint.sdc
export NUM_CORES = 4
export LEC_CHECK = 1
export CORE_UTILIZATION = 30
```
`./constraint.sdc`:
```
current_design main

set clk_period 5.3
set clk_io_pct 0.2

create_clock -name clk0 -period $clk_period [get_ports {clk_i}]

set non_clock_inputs [all_inputs -no_clocks]
set_input_delay [expr $clk_period * $clk_io_pct] -clock clk0 $non_clock_inputs
set_output_delay [expr $clk_period * $clk_io_pct] -clock clk0 [all_outputs]
```
==> load_flow_metrics.sql <==
-- load yosys + openroad results
INSERT INTO impl_metrics (metric_group, metric, value, unit) VALUES
('status', 'status', 'finished clean', ''),
('hold_path', 'worst_hold_startpoint', 'a[2]', ''),
('clocking', 'tritoncts.num_buffers', '17', ''),
('clocking', 'clock-root-buffer', 'clkbuf_16', ''),
('grt', 'grt_antenna_before_repair', '0', ''),
('final_timing', 'report.final.slew_viol_count', '0', ''),
('detailed_routing', 'detailedRoute.firstPassIterationCount', '4', ''),
('clocking', 'clock_insertion_delay_worst_skew', '0.41', 'ns'),
('power', 'power_density', '307.7', 'nW/um^2'),
('hold_path', 'holdPathEnd', 'mult2.a[2]', ''),
('clocking', 'ctsHtreeMaxLevel', '4', ''),
('setup_path', 'ff2ff_path_depth', '13', ''),
('floorplanning', 'ioPinCount', '36', ''),
('detailed_routing', 'wire_per_inst', '13.45', 'microns'),
('synth', 'ys_cells', '787', ''),
('floorplanning', 'core-area', '25180', 'sq um'),
('setup_path', 'critPathCaptureType', 'flop', ''),
('final_timing', 'tightest_pin_transition', '0.7743', 'ns'),
('synth', 'largest_area_cell', 'edfxtp_1', ''),
('synth', 'synth.yosys.warnings', '3', ''),
('place', 'dp_wirelength', '10920', 'microns'),
('grt', 'grtUsageTotal', '12.66', '%'),
('synth', 'avgSynthCellArea', '9.805', 'sq um'),
('setup_path', 'series_of_cell_instances_along_the_critical_path', 'nor2b_1, o2bb2ai_1, nand2b_1, nor4b_1, ha_1, inv_1, fa_1, nand2b_1, a21oi_1, o2111ai_1, a31oi_1, o21ai_0, a32o_1', ''),
('run', 'warnings', '28', ''),
('detailed_routing', 'num_antenna_cells', '0', ''),
('place', 'gp_routability_congestion', '0.8870', ''),
('synth', 'ff_type', 'dfxtp_1', ''),
('final_layout', 'layout.filler_cells', '2474', ''),
('final_timing', 'slew_headroom', '47.98', '%'),
('setup_path', 'critical_path_class', 'flop to flop', ''),
('setup_path', 'worst_ep_required_time', '5.60', 'ns'),
('clocking', 'clock_transition_time_at_the_flip_flop_clock_pins_of_the_worst_setup_and_hold_paths', '0.06', 'ns'),
('clocking', 'cts_sinks', '148', ''),
('synth', 'yosysUniqueCellTypes', '69', ''),
('final_layout', 'commonest_non_fill_non_tap_cell_in_the_layout', 'nor2_1', ''),
('power', 'ir_drop', '0.0002486', 'V'),
('clocking', 'total_of_hold_buffers_inserted_after_clock_tree_synthesis', '0', ''),
('detailed_routing', 'detail_route.wirelength', '15590', 'microns'),
('floorplanning', 'starting_utilization_of_the_core_area', '30.64', '%'),
('synth', 'yosysSeqAreaShare', '47.61', '%'),
('setup_path', 'cp-start-kind', 'flop', ''),
('synth', 'topCellsByArea', 'edfxtp_1, dfxtp_1, ha_1', ''),
('setup_path', 'critPathMaxFanout', '18', ''),
('detailed_routing', 'vias_per_cell', '4.808', ''),
('detailed_routing', 'vias', '5572', ''),
('grt', 'first_global_vias', '5229', ''),
('final_timing', 'setup_tns', '0', 'ns'),
('synth', 'synth.yosys.chip_area', '7716', 'sq um'),
('floorplanning', 'standard_cell_row_count', '58', ''),
('setup_path', 'cp.arrival', '4.07', 'ns'),
('final_layout', 'final_layout_size_suffix_gt1_share', '6.996', '%'),
('final_timing', 'fmaxAchievable', '265.7', 'MHz'),
('detailed_routing', 'drc_viols', '0', ''),
('synth', 'ys_seq_elements', '148', ''),
('detailed_routing', 'antenna_violating_nets_post_route', '0', ''),
('final_timing', 'fin_skew', '0.005421', 'ns'),
('synth', 'post_synth_inst_count', '787', ''),
('grt', 'grt_start_max_net_pins', '35', ''),
('floorplanning', 'die_width', '162.4', 'microns'),
('setup_path', 'worst_r2r_startpoint', 'mult2.ctr[0]', ''),
('clocking', 'post-cts-setup-buffer-count', '0', ''),
('setup_path', 'cpPeakStageDelay', '0.76', 'ns'),
('final_timing', 'timing_hold_violations_final', '0', ''),
('synth', 'netlist_area', '7716', 'sq um'),
('synth', 'area_share_of_the_largest_cell_type_after_synthesis', '27.63', '%'),
('setup_path', 'ff2ff_setup_slack', '1.54', 'ns'),
('grt', 'wire_length_of_the_first_global_routing_pass', '26210', 'microns'),
('detailed_routing', 'first_iter_violations', '426', ''),
('clocking', 'clock_tree.buffer_depth', '2', ''),
('setup_path', 'cell_type_with_the_highest_occurrence_count_on_the_critical_path', 'nand2b_1', '');
==> registers in the layout, summed over array words and instances (netlist names), 7 cells and up <==
| name | cells |
|---|---|
| mult2.part_res | 16 |
| mult2.y_bo | 16 |
| a | 8 |
| b | 8 |
| cbrt1.S | 8 |
| cbrt1.arg | 8 |
| cbrt1.b | 8 |
| cbrt1.mult1.b | 8 |
| cbrt1.mult1.part_res | 8 |
| cbrt1.mult1.y_bo | 8 |
| cbrt1.mult_b | 8 |
| mult2.a | 8 |
| cbrt1.state | 7 |
==> synthesized netlist by cell type (4+ instances only) <==
library cell  number
a32o_1             7
a211oi_1          13
dfxtp_1           77
a22o_1             6
buf_6              4
nor3_1            17
and3_1             9
nand4b_1           5
nor3b_1           12
o21ai_0           30
clkbuf_1          24
inv_1             31
xnor2_1           13
edfxtp_1          71
mux2_2             5
and2_1             8
nand2_1           87
a31oi_1            7
xor2_1            10
a21oi_1           67
mux2i_1           23
nand2b_1          16
nor2_1            89
nand3b_1           4
or3_1              8
ha_1              40
o21a_1             6
nor2b_1           10
nand3_1           14
o22ai_1            4
==> worst max-delay path, delay by kind of cell, from the launching register on <==
family	cells	cell delay, ns
AOI/OAI and AO/OA	6	1.16
adders and majority gates	2	0.64
buffers and inverters	1	0.06
DFF	1	0.76
and+or+nand+nor	4	1.03
==> per-layer routing <==
layer	vias up	share of wire (%)	global-route usage (%)
met5	-	0	0
met4	0	1.3	1.458
met3	12	3.5	2.416
met2	88	42	18.18
met1	2576	53	20.91
li1	2896	-	-
==> cells by family (layout without fill, tap and decap cells) <==
logic type / Yosys count / in the layout / share of synthesized area, %
AND-OR/OR-AND: 177 / 177 / 15.00
XOR/XNOR: 23 / 23 / 2.611
adder cells (fa/ha/maj): 43 / 43 / 7.265
buffers and inverters: 67 / 105 / 3.957
flip-flops: 148 / 148 / 47.61
multiplexers: 33 / 33 / 5.124
other: 1 / 5 / 0.04860
AND/OR/NAND/NOR: 295 / 295 / 18.39
==> metrics by stage <==
stage | power, mW | worst slack [ns] | instance area (sq um) | utilization (%) | instances
final | 2.759 | 1.536 | 8969 | 35.62 | 1159
after global routing | 2.865 | 1.191 | 8969 | 35.62 | 1159
after CTS | 2.785 | 1.542 | 8969 | 35.62 | 1159
after detailed placement | 1.520 | 1.590 | 8353 | 33.17 | 1127
after global placement | 1.520 | 1.664 | 8353 | 33.17 | 1127
after floorplan | 1.463 | 2.179 | 7731 | - | 791
==> final cells by class <==
class / count / area (sq um) / area share (%)
multi-input combinational: 576 / 3752 / 41.84
inverter: 31 / 116.4 / 1.297
clock inverter: 12 / 178.9 / 1.995
sequential: 148 / 3674 / 40.96
clock buffer: 20 / 436.7 / 4.869
timing repair buffer: 42 / 397.9 / 4.436
tap: 330 / 412.9 / 4.604
==> power by group <==
| part | internal (mW) | switching (mW) |
|---|---|---|
| Sequential | 1.24 | 0.0374 |
| Clock | 0.790 | 0.470 |
| Combinational | 0.103 | 0.124 |
==> how the worst max path moves through the flow <==
stage,start,to,slack [ns]
5_1_grt,mult2.ctr[0],mult2.part_res[10],1.19
6_report,mult2.ctr[0],mult2.part_res[12],1.54
4_1_cts,mult2.ctr[0],mult2.part_res[12],1.54
Power is estimated from default activity; no workload was simulated.
